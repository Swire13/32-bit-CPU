<file path="run.sh">
#!/bin/bash
# OpenROAD 26Q1-2900-gdf79404cd8, Yosys 0.63+post, stock flow scripts
make -C /OpenROAD-flow-scripts/flow DESIGN_CONFIG=/design/flow/config.mk WORK_HOME=/design/flow/orfs finish
</file>
<file path="config.mk">
export PLATFORM = sky130hd
export DESIGN_NAME = bank_register
export DESIGN_NICKNAME = bank_register
export VERILOG_FILES = /design/flow/design.v
export SDC_FILE = /design/flow/constraint.sdc
export NUM_CORES = 4
export LEC_CHECK = 1
export CORE_UTILIZATION = 40
</file>
<file path="constraint.sdc">
current_design bank_register

set clk_period 41.6
set clk_io_pct 0.2

create_clock -name clk0 -period $clk_period [get_ports {clk}]

set non_clock_inputs [all_inputs -no_clocks]
set_input_delay [expr $clk_period * $clk_io_pct] -clock clk0 $non_clock_inputs
set_output_delay [expr $clk_period * $clk_io_pct] -clock clk0 [all_outputs]
</file>
<file path="design.v">
module bank_register(
	input wire clk,
	input wire RST,
    input wire [31:0] DATA_IN,
    input wire [31:0] result,
    input wire [5:0] src_in,
    input wire [5:0] src2_in,
    input wire [5:0] dst_in,
    input wire [5:0] dstLd_in,
    input wire [30:0] const_in,
    input wire [3:0] opcode,
    input wire ld,
    input wire write,
    input wire read,
    input wire write_ALU,
    output reg [31:0] src_alu,
    output reg [31:0] src2_alu,
    output reg [3:0] ctrl_alu,
	output reg [31:0] DATA_OUT,
    output reg [31:0] DADDR,
    output reg DWR
);
integer i;
integer counter = 0;
integer read_bit = 0;
reg [31:0] REGISTERS [63:0];
always @(posedge clk) 
begin
    DWR <= 0;
    if(!RST)
    begin
        src_alu <= REGISTERS[src_in];
        src2_alu <= REGISTERS[src2_in];
        ctrl_alu <= opcode[3:0];
        if(ld)
        begin
            REGISTERS[dstLd_in] <= {1'b0,const_in};
            DATA_OUT <= {1'b0,const_in};
        end
        if(write_ALU)
        begin
            REGISTERS [dst_in] <= result;
        end
        if (write)
        begin
            DATA_OUT <= REGISTERS[src_in];
            DADDR <= REGISTERS[src2_in];
            DWR <= 1;
        end
        if(read)
        begin
            DADDR <= REGISTERS[src2_in];
            read_bit = 1;
        end
        if(read_bit)
        begin
            counter = counter+1;
            if(counter==3)
            begin
                counter=0;
                read_bit=0;
                REGISTERS[dst_in] <= DATA_IN;  
            end
        end
    end 
    else
    begin
        for(i=0;i<64;i=i+1)
        begin
            REGISTERS[i] <= 32'b0;
        end
        src_alu <= 0;
        src2_alu <= 0;
        ctrl_alu <= 0;
        DATA_OUT <= 32'b0;
        DADDR <= 32'b0;
        DWR <= 0;
    end
end
endmodule
</file>
==> results.yml <==
# flow metrics
clocking:
  h-tree-depth: 5
  cts_hold_buffers: 0
  clock-sinks: 2245
  clk_latency_ns: 0.93
  clk_pin_slew_ns: 0.05
  cts_buffer_depth: 4
  cts_tree: "built"
  cts_resized: 0
  cts_root_buf: "clkbuf_16"
  postCtsSetupBuffers: 0
  numCtsBuffers: 273
die:
  die_w_um: 581
  coreArea_sq_um: 334000
  chip_area_sq_um: 338000
  rows: 212
  io_pins: 262
  fp-utilization_pct: 40.2
  die_h_um: 581
routing:
  ant_nets: 0
  vias_per_cell: 7.26
  met2RoutedLength_um: 251000
  topRoutingLayerUsed: "met5"
  wl_um: 572000
  wirelength_met1_um: 190000
  first_pass_iters: 6
  via_count: 104000
  drtIter0Drc: 8587
  post_drt_wl_per_cell_um: 39.9
  route.detailed.drc: 0
  wl_met3_um: 86400
synthesis:
  synthFlopType: "dfxtp_1"
  syn_avg_cell_area_sq_um: 13.1
  ys_ff: 2245
  async_flop_share_pct: 0
  top_cell: "dfxtp_1"
  yosysTopAreaCell: "dfxtp_1"
  area_leaders: "dfxtp_1, mux4_2, mux2i_1"
  common_cells: "dfxtp_1, mux2i_1, mux4_2"
  ys_seq_share_pct: 33.9
  synth.distinct_cells: 63
  synth_area_sq_um: 134000
  ys_cells: 10300
  ys_chip_area_sq_um: 134000
  syn_inst: 10300
  synth_warnings: 1
  yosys.area.top_type_share_pct: 32.5
  synth-edff-count: 64
placed_design:
  io_buffers: 261
  dpl_cell_area_sq_um: 141000
  globalplace.congestion: 0.989
  dp_cells: 13800
  dp_hpwl_um: 362000
  dp_slack_ns: 27.29
flow_run:
  maxCapViolCount: 0
  warning_count: 42
sta:
  finalHoldViolCount: 0
  grt_setup_unrepaired: "no"
  fin_ws_ns: 28.30
  drv_slew: 0
  fin_crit_sh_pct: 32.0
  setup_viol: 0
  min_period_ns: 13.30
  setup_tns_ns: 0
  relSlewSlack_pct: 32.7
  fmax_ghz: 0.0752
  tightestPinTransition_ns: 1.01
  finClkSkew_ns: 0.0463
worst_setup_path:
  cp-end-kind: "register"
  reg2reg_setup_slack_ns: 35.04
  reg2regPathDepth: 13
  cp-start-kind: "primary input"
  path_cells: "buf_8 -> buf_4 -> buf_4 -> buf_4 -> buf_4 -> buf_4 -> mux4_2 -> mux4_2 -> mux4_2 -> a21oi_1 -> nor2_1"
  r2r_end: "REGISTERS[46][3]"
  crit_buf_inv: 6
  crit_top_cell: "buf_4"
  critPathRequiredTime_ns: 42.39
  critPathSlowestCell: "buf_4"
  r2r_start: "counter[5]"
  crit_type: "primary input to register"
  slowest_delay_ns: 0.72
  crit_fanout: 63
  arrival_ns: 14.09
  crit_family: "buffers and inverters"
min_path:
  min_delay_worst_endpoint: "DADDR[0]"
  min_path_cells: 2
  hold_path_startpoint: "DADDR[0]"
  hold_path_class: "register to register"
global_route:
  antenna_found_initial: 28
  grt_overflow: 0
  grt_pass1_vias: 106000
  grt_use_total_pct: 34.9
  grt_max_degree: 133
  grt_pass1_wl_um: 808000
layout:
  fill_cells: 28700
  drive_gt1_share_pct: 38.5
  multiInputGateArea_sq_um: 83000
  final_cells: 14300
  ff_latch_area_sq_um: 45600
  design_area_sq_um: 150000
  post-route-util_pct: 44.9
  syn2layout_area_growth_pct: 11.6
power_and_ir_drop:
  powerDensity_nw_per_um2: 34.1
  p_sw_share_pct: 26.5
  power_leakage_nw: 50.8
  p_sw_mw: 1.35
  p_comb_share_pct: 8.8
  clkPwrFrac_pct: 48.3
  seqPwrFrac_pct: 42.9
  vdd_drop_max_mv: 0.0291
  internal_power_mw: 3.76
outcome:
  status: "finished clean"
==> metal layers <==
metal	up-vias	GRT usage, %
met4	30	20.6
met3	2142	20.9
met5	-	1.89
met1	53200	39.9
li1	41500	-
met2	7096	50.1
==> registers in the layout, indices dropped and copies added, names as in the netlist <==
name / cells
counter: 32
REGISTERS: 2048
ctrl_alu: 4
read_bit: 32
src_alu: 32
DWR: 1
src2_alu: 32
DADDR: 32
DATA_OUT: 32
==> power groups by stage <==
stage	logic (mW)	clock network, mW	registers, mW
after CTS	0.441	2.48	2.19
final	0.452	2.47	2.19
after global routing	0.464	2.57	2.20
==> worst min-delay path: stages (launching register included) <==
cell	delay [ns]
dfxtp_1	0.31
nand2_1	0.05
a21oi_1	0.05
==> logic make-up after synthesis <==
group	share of synthesized area, %
mux	37.8
simple gates	2.38
xor+xnor	0.222
fa+ha+maj	0.0186
flops	33.9
buf+inv	5.39
compound gates	20.2
==> layout make-up <==
type / instances / share of cell area [%]
Multi-Input combinational cell: 6393 / 55.4
Sequential cell: 2245 / 30.4
Clock buffer: 402 / 5.44
Timing Repair Buffer: 789 / 4.40
Tap cell: 4387 / 3.66
Clock inverter: 74 / 0.610
Antenna cell: 29 / 0.0484
Inverter: 11 / 0.0292
==> layout by cell type (no fill, tap or decap), drive strengths merged, types with 6 or more instances in the layout <==
cell | Yosys | routed
dfxtp | 2181 | 2181
mux2i | 2072 | 2072
a221oi | 1959 | 1959
mux4 | 1323 | 1323
buf | 334 | 572
clkbuf | 1297 | 404
nor2 | 218 | 218
clkdlybuf4s50 | 0 | 215
nand2 | 160 | 160
a21oi | 102 | 102
and2 | 84 | 84
o21ai | 70 | 70
edfxtp | 64 | 64
nand3 | 56 | 56
o22ai | 54 | 54
clkinv | 0 | 43
diode | 0 | 29
a2bb2oi | 25 | 25
xnor2 | 24 | 24
a211oi | 23 | 23
inv | 11 | 22
mux2 | 21 | 21
o211ai | 21 | 21
nor4 | 21 | 21
nor3 | 20 | 20
nand3b | 19 | 19
nor2b | 16 | 16
bufinv | 0 | 15
nand4 | 15 | 15
a31oi | 11 | 11
or3 | 10 | 10
xor2 | 10 | 10
nand2b | 8 | 8
or2 | 8 | 8
or4 | 6 | 6
and4 | 6 | 6
==> worst max-delay path by stage <==
stage / cells after the start / end / startpoint
after CTS: 11 / REGISTERS[61][2] / read
after global routing: 11 / REGISTERS[61][2] / read
final: 11 / DATA_OUT[13] / src_in[1]
==> stage by stage <==
| step | power, mW | hold slack [ns] |
|---|---|---|
| 2_1_floorplan | 2.53 | 0.417 |
| 3_3_place_gp | 2.68 | 0.445 |
| 3_5_place_dp | 2.68 | 0.453 |
| 4_1_cts | 5.12 | 0.463 |
| 5_1_grt | 5.23 | 0.484 |
| 6_report | 5.12 | 0.461 |
Power figures rest on the tool's default switching activity, not on a simulated workload.
