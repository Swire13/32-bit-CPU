$ cat ./run.sh
#!/bin/bash
# OpenROAD 26Q1-2900-gdf79404cd8, Yosys 0.63+post, stock flow scripts
make -C /OpenROAD-flow-scripts/flow DESIGN_CONFIG=/design/flow/config.mk WORK_HOME=/design/flow/orfs finish
$ cat ./constraint.sdc
current_design program_counter

set clk_period 5.1
set clk_io_pct 0.2

create_clock -name clk0 -period $clk_period [get_ports {clk}]

set non_clock_inputs [all_inputs -no_clocks]
set_input_delay [expr $clk_period * $clk_io_pct] -clock clk0 $non_clock_inputs
set_output_delay [expr $clk_period * $clk_io_pct] -clock clk0 [all_outputs]
$ cat ./design.v
module program_counter(
	input wire clk,
	input wire RST,
    input wire [1:0] ctrl,
	input wire [31:0] jump,
    output reg [31:0] IADDR 
);
always @(posedge clk) begin
	if(!RST) 
    begin 
        case(ctrl)
            2'b00:
            begin
				IADDR <= IADDR + 1'b1;
			end
			2'b01:
            begin
				IADDR <= jump;
			end
        endcase
    end 
    else
    begin
        IADDR <= 32'd0;
    end
end
endmodule
$ cat ./config.mk
export PLATFORM = sky130hd
export DESIGN_NAME = program_counter
export DESIGN_NICKNAME = program_counter
export VERILOG_FILES = /design/flow/design.v
export SDC_FILE = /design/flow/constraint.sdc
export NUM_CORES = 4
export LEC_CHECK = 1
export CORE_UTILIZATION = 40
==> results.toml <==
# yosys + openroad results
[pwr]
peakVddDrop_v = 0.000101
power.share.clock_pct = 33.2
leakage_nw = 0.954
combPwrFrac_pct = 19.7
powerDensity_mw_per_mm2 = 214
power.total_mw = 0.618
switching_power_mw = 0.168
seqPwrFrac_pct = 47.1
switching_share_pct = 27.2
intPower_mw = 0.450

[route]
final_antenna_net_count = 0
viasPerCell = 5.68
drt_pre_antenna_iters = 4
avgRoutedWirePerCell_um = 15.9
diodes = 0
vias = 2294
drt_iter0_drc = 203
drc = 0
routed_wl_um = 6430

[setup_path]
path_cells = "clkdlybuf4s50_1 -> buf_4 -> clkinv_1 -> nand2_1 -> o311ai_0 -> mux2i_1 -> nor2_1"
cp_data_arrival_time_ns = 3.36
crit_slowest_cell = "clkinv_1"
critPathRequiredTime_ns = 5.27
critPathCaptureType = "flip-flop"
cp_max_fo = 41
cpPeakStageDelay_ns = 0.55
path_class = "in -> reg"
startpoint_type = "input pin"

[logic_synthesis]
syn_area_mm2 = 0.00213
yosys_area_mm2 = 0.00213
flop_cell = "dfxtp_1"
top_area_share_pct = 30.0
yosysSeqAreaShare_pct = 30.0
synth_cell_types = 51
yosysCellCount = 275
synthArstFlopShare_pct = 0
ys.flops = 32
area_leaders = "dfxtp_1 (30%), a22oi_1 (6.3%), nor2_1 (5.6%)"
avgSynthCellArea_um2 = 7.76
yosysTopAreaCell = "dfxtp_1"
synthCells = 275
edf_count = 0
ys_warn_count = 1

[clock_tree]
tritoncts = "built"
cts_resized = 0
cts.sinks = 32
clockBufferDepth = 2
root_buffer = "clkbuf_8"
cts_buffers = 5
hold_buffers = 0
htreeDepth = 2
postCtsSetupBuffers = 0
worstSkewPairLatency_ns = 0.29
path_clk_slew_ns = 0.07

[timing]
hold_viol = 0
worst_slack_ns = 1.91
min_period_ns = 3.19
slew_viol_final = 0
tightestPinTransition_ns = 0.732
rsz0062_at_grt = "no"
clock.fmax_mhz = 313
finalSetupViolCount = 0
slew_headroom_pct = 50.8
totalNegativeSetupSlack_ns = 0
finClkSkew_ns = 0.00683
finalCritPeriodShare_pct = 62.6

[run_status]
run_status = "finished, final reports clean"

[global_routing]
grt_use_total_pct = 23.9
gr-total-overflow = 0
grt_pass1_vias = 2040
grt_pass1_wl_um = 10200
antenna_found_initial = 0
grt_max_degree = 42

[floorplan]
coreArea_mm2 = 0.00511
die_h_um = 75.1
boundaryPins = 68
initial_core_util_pct = 41.8
die_w_um = 75.1
chipArea_mm2 = 0.00563
rows = 26

[run]
maxCapViolCount = 0
tool_warnings = 26

[placement]
gp_congestion = 0.843
port_buffers = 67
dp_hpwl_um = 4360
preCtsSetupSlack_ns = 1.61
placed_area_mm2 = 0.00281

[finish]
final_area_mm2 = 0.00290
largest-register = "IADDR"
reg.largest.list = "IADDR: 32 flops"
largest_reg_flops = 32
drive_gt1_share_pct = 6.29
area_delta_synth_final_pct = 35.6

[min_path]
min_path_type = "reg -> reg"
## area by class of cell
| type | instances | area, µm² |
|---|---|---|
| clock buffers | 8 | 90.1 |
| fillers | 512 | 2210 |
| inverters | 3 | 11.3 |
| multi-input cells | 220 | 1370 |
| flip-flops and latches | 32 | 641 |
| well taps | 70 | 87.6 |
| repair buffers | 71 | 701 |
## worst max-delay path: cells and delay by family
family,cells,cell delay (ns)
buffers and inverters,3,1.36
and+or+nand+nor,2,0.60
AOI/OAI and AO/OA,1,0.20
muxes,1,0.16
## metrics by stage
stage	instances	hold WS (ns)	util [%]
6_report	404	0.547	56.7
5_1_grt	404	0.584	56.7
4_1_cts	404	0.551	56.7
3_5_place_dp	396	0.532	54.9
3_3_place_gp	396	0.535	54.9
2_1_floorplan	275	0.477	-
## power groups by stage
stage     Clock, mW  Combinational [mW]  Sequential (mW)
4_1_cts       0.210               0.122            0.291
5_1_grt       0.221               0.135            0.295
6_report      0.206               0.122            0.291
## layout by cell type, fill, tap and decap left out, types with 2 or more instances in the layout
cell / count
a211oi_1: 4
xor2_1: 3
nand3_1: 18
or3_1: 2
a32o_1: 2
nand4_1: 12
buf_4: 4
mux2i_1: 7
o21ai_0: 10
o22ai_1: 4
and3_1: 3
a21oi_1: 20
and3_2: 2
nand2_1: 20
a31oi_1: 6
dfxtp_1: 32
inv_1: 2
o21a_1: 5
nor4_1: 3
nor2b_1: 7
or4_1: 4
clkbuf_8: 6
clkdlybuf4s50_1: 67
o31ai_1: 3
nor2_1: 32
o211ai_1: 4
nor3_1: 8
a22oi_1: 18
a222oi_1: 2
clkbuf_1: 2
## path summary, 6_finish.rpt
kind                               start         to  slack [ns]  cells after the start
worst max-delay path             ctrl[0]  IADDR[30]        1.91                      7
worst min register to register  IADDR[9]   IADDR[9]        0.55                      1
worst max register to register  IADDR[0]  IADDR[26]        2.63                      6
worst min-delay path            IADDR[9]   IADDR[9]        0.55                      1
## metal layers
metal  up-vias  part of all wire [%]  GRT usage, %  wire length (µm)
li1       1174                     -             -                 -
met5         -                     0             0                 0
met1      1035                    48          38.8              3100
met4         0                  0.98          2.10                63
met3         6                   5.8          2.71               374
met2        79                    45          35.8              2890
## synth_stat cells (2+ instances only)
master / instances
o31ai_1: 3
a22oi_1: 18
o211ai_1: 4
nand4_1: 12
a211oi_1: 4
a32o_1: 2
or4_1: 4
dfxtp_1: 32
nor4_1: 3
nor2b_1: 7
clkbuf_8: 2
nand3_1: 18
and3_1: 3
or3_1: 2
clkbuf_1: 15
a21oi_1: 20
o22ai_1: 4
inv_1: 2
and3_2: 2
buf_6: 3
nor3_1: 8
xor2_1: 3
o21a_1: 5
nand2_1: 20
mux2i_1: 7
nor2_1: 32
o21ai_0: 10
a222oi_1: 2
a31oi_1: 6
## cell families (layout without fill, tap and decap cells)
logic type	after synthesis	count (layout)	synth area share, %
xor gates and xnor gates	3	3	1.23
DFF	32	32	30.0
adders and majority gates	1	1	0.586
muxes	8	8	3.81
buffers and inverters	23	82	6.04
AOI/OAI and AO/OA	86	86	27.4
and+or+nand+nor	122	122	31.0
No activity file was given, so power comes from the tool's default toggle rates.
