**flow/config.mk**
```make
export PLATFORM = sky130hd
export DESIGN_NAME = alu
export DESIGN_NICKNAME = alu
export VERILOG_FILES = /design/flow/design.v
export SDC_FILE = /design/flow/constraint.sdc
export NUM_CORES = 4
export LEC_CHECK = 1
export CORE_UTILIZATION = 30
```
**flow/constraint.sdc**
```tcl
current_design alu

set clk_period 13.2
set clk_io_pct 0.2

create_clock -name clk0 -period $clk_period [get_ports {clk}]

set non_clock_inputs [all_inputs -no_clocks]
set_input_delay [expr $clk_period * $clk_io_pct] -clock clk0 $non_clock_inputs
set_output_delay [expr $clk_period * $clk_io_pct] -clock clk0 [all_outputs]
```
**flow/design.v**
```verilog
module alu(
	input wire clk,
	input wire RST,
	input wire [31:0] src,
	input wire [31:0] src2,
	input wire [3:0] opcode,
    output reg [31:0] result
);
always @(posedge clk) 
begin
    if(!RST)
    begin
        case (opcode)
            4'b0111:     
            begin
                result <= src + src2;
            end
            4'b1000:     
            begin
                result <= src - src2;
            end
            4'b1001:     
            begin
                result <= src & src2;
            end
            4'b1010:     
            begin
                result <= src | src2;
            end
            4'b1011:     
            begin
                result <= src ^ src2;
            end
            4'b1100:     
            begin
                result <= 32'b0;
            end
            4'b1101:     
            begin
                result <= 32'b0;
            end
        endcase
    end else begin
        result <= 32'b0;
    end
end
endmodule
```
**flow/run.sh**
```bash
#!/bin/bash
# OpenROAD 26Q1-2900-gdf79404cd8, Yosys 0.63+post, stock flow scripts
make -C /OpenROAD-flow-scripts/flow DESIGN_CONFIG=/design/flow/config.mk WORK_HOME=/design/flow/orfs finish
```
==> flow_metrics.tcl <==
# collected from the flow reports
set metrics [dict create \
    outcome "complete, no violations" \
    avgViaCountPerCell 5.21 \
    antenna_left 0 \
    pre_cts_ws_ps 5910 \
    worstHoldStart "result[15]" \
    firstDrtPassIters 5 \
    ioPinCount 102 \
    antenna_found_initial 0 \
    io_buffers 101 \
    setup_tns_ps 0 \
    die_w_um 136 \
    clk_pin_slew_ps 60 \
    cap_violations 0 \
    yosysChipArea_mm2 0.00539 \
    async_reset_ff_frac 0 \
    drc 0 \
    reg_top3 "result: 32 flops" \
    fin_skew_ps 0 \
    worstMarginPinSlew_ps 751 \
    edf_count 0 \
    drive_above_1_share 0.0697 \
    crit_path_max_fanout 6 \
    r2r-start "result[2]" \
    dp_hpwl_mm 14.0 \
    yosys.stat.seqShare 0.119 \
    largest_reg_flops 32 \
    yosys-stat-cells 716 \
    largest_register "result" \
    cts_made_buffers 5 \
    finalInstanceArea_mm2 0.00677 \
    slew_headroom 0.495 \
    postCtsSetupRepairBufs 0 \
    required_ps 13360 \
    finalCritPeriodShare 0.536 \
    synth_flops 32 \
    hold_path_class "reg -> reg" \
    synth_cell_type_count 69 \
    htree_levels 2 \
    fill_cells 1792 \
    cp_slowest_cell "clkdlybuf4s50_1" \
    routed_wl_mm 17.9 \
    path_common_cell "nand2_1" \
    max_freq_mhz 141 \
    min_period_ps 7070 \
    routabilityCongestion 0.920 \
    synthFlopType "dfxtp_1" \
    finalMaxSlewViolations 0 \
    ys_sh_mux 0.0474 \
    path_cells "clkdlybuf4s50_1 -> nor4_1 -> nand2_1 -> nor2_1 -> and2_1 -> nand2_1 -> nor3_1 -> a31oi_1 -> xnor2_1 -> ha_1 -> nand2_1 -> o21ai_0 -> o21bai_1 -> o31ai_1 -> a21oi_1 -> a311oi_1 -> xnor2_1 -> a221oi_1 -> nor3_1" \
    peakVddDrop_mv 0.0529 \
    crit_path_max_incr_delay_ps 500 \
    setup_viol 0 \
    grt_max_degree 38 \
    track_usage 0.203 \
    top_cell_area_share 0.223 \
    worstSkewPairLatency_ps 280 \
    warnings 58 \
    clk_path_buf_depth 2 \
    synthTopLogicFamily "AND-OR/OR-AND gates" \
    die-area_mm2 0.0185 \
    hold_ws_ps 458 \
    p_leak_nw 2.98 \
    p_per_area_mw_per_mm2 75.0 \
    rsz0062_at_grt "false" \
    diodes 0 \
    ys.warnings.count 1 \
    worstSetupPathType "in -> reg" \
    setup_ws_ps 6130 \
    rows 48 \
    crit_start "src2[6]" \
    cts_num_sinks 32 \
    worstPathArrival_ps 7230 \
    cts_resized 0 \
    cts_tree "done" \
    fp_util 0.309 \
    root_buffer "clkbuf_16" \
    avgRoutedWirePerCell_um 17.3 \
    simple_gate_area_frac 0.171 \
    core_mm2 0.0174 \
    grt_overflow 0 \
    avgSynthCellArea_um2 7.52 \
    syn_inst 716 \
    placed_cell_area_mm2 0.00661 \
    start_kind "input port" \
    syn2layout_area_growth_pct 25.7 \
    ys_sh_xor 0.0941 \
    initialDrtViolationCount 382 \
    grt_pass1_vias 5049 \
    yosys.area_share.aoi 0.263 \
    topCellsByArea "ha_1, dfxtp_1, xnor2_1" \
    ys_sh_adder 0.227 \
    syn-cell-area_mm2 0.00539 \
    ys_top_cells_by_count "ha_1, inv_1, a21oi_1, nand2_1, o21ai_0" \
    end_kind "flip-flop" \
    ff2ff_setup_slack_ps 12240 \
    top_area_cell "ha_1" \
    most_common_cell "ha_1" \
    via_count 5362 \
    grt_first_pass_wirelength_mm 28.6 \
    die_h_um 136 \
    hold_buffers 0 \
    final-hold-violation-count 0 \
]
path summary, 6_finish.rpt:
| path | depth (start not counted) | to |
|---|---|---|
| min reg2reg | 2 | result[15] |
| min | 2 | result[15] |
| max reg2reg | 4 | result[2] |
| max | 19 | result[29] |
through the flow:
step	total power [mW]	utilization	std cells
finish	0.508	0.389	1029
global route	0.545	0.389	1029
CTS	0.508	0.389	1029
detailed placement	0.374	0.379	1021
global placement	0.374	0.379	1021
floorplan	0.275	-	716
power breakdown:
group	total, mW	switching [mW]	internal (mW)
clock	0.133	0.0446	0.0888
sequential	0.115	0.00683	0.108
combinational	0.260	0.139	0.121
total	0.508	0.190	0.318
placed cells by master, fill, tap and decap left out, types with 4 or more instances in the layout:
cell type | Yosys | routed
dfxtp_1 | 32 | 32
o41ai_1 | 5 | 5
or3_1 | 6 | 6
nand3_1 | 11 | 11
a211oi_1 | 7 | 7
mux2_2 | 20 | 20
nor2_1 | 50 | 50
ha_1 | 96 | 96
nand2_1 | 53 | 53
clkdlybuf4s50_1 | 0 | 101
a21o_1 | 9 | 9
o21a_1 | 5 | 5
nor4_1 | 4 | 4
nand2b_1 | 5 | 5
nor3_1 | 28 | 27
and3_1 | 10 | 10
nor2b_1 | 7 | 7
o21bai_1 | 7 | 7
a31oi_1 | 8 | 8
clkbuf_16 | 0 | 5
a221oi_1 | 21 | 21
and2_1 | 4 | 4
o31ai_1 | 5 | 5
xor2_1 | 11 | 11
buf_4 | 1 | 10
xnor2_1 | 45 | 45
inv_1 | 74 | 74
o21ai_0 | 51 | 51
a21oi_1 | 58 | 58
cell type report:
class                   instances  area, um^2  area share
clock buffers                   6         129      0.0190
clock inverters                 2        35.0     0.00517
inverters                      74         278      0.0410
multi-input cells             579        4320       0.638
flip-flops and latches         32         641      0.0946
well taps                     225         282      0.0416
repair buffers                111        1090       0.160
layer usage:
metal	up-vias	wire length, um	GRT usage
met2	152	7290	0.286
li1	2727	-	-
met3	12	1100	0.0277
met4	0	261	0.0284
met5	-	0	0
met1	2471	9200	0.328
cell families (layout without fill, tap and decap cells):
group	count (synthesis)	count (layout)
AOI/OAI and AO/OA	210	210
and+or+nand+nor	192	192
buffers and inverters	105	193
adders and majority gates	97	97
xor gates and xnor gates	57	57
DFF	32	32
muxes	23	23
critical path: cells and delay by family:
family | cells | cell delay [ps]
and+or+nand+nor | 8 | 1750
AOI/OAI and AO/OA | 7 | 1600
buffers and inverters | 1 | 500
adders and majority gates | 1 | 420
xor gates and xnor gates | 2 | 310
Power and IR drop assume default switching activity.
